`/design/flow/run.sh`:
```
#!/bin/bash
# OpenROAD 26Q1-2900-gdf79404cd8, Yosys 0.63+post, stock flow scripts
make -C /OpenROAD-flow-scripts/flow DESIGN_CONFIG=/design/flow/config.mk WORK_HOME=/design/flow/orfs finish
```
`/design/flow/constraint.sdc`:
```
current_design control

set clk_period 3.4
set clk_io_pct 0.2

create_clock -name clk0 -period $clk_period

set non_clock_inputs [all_inputs -no_clocks]
set_input_delay [expr $clk_period * $clk_io_pct] -clock clk0 $non_clock_inputs
set_output_delay [expr $clk_period * $clk_io_pct] -clock clk0 [all_outputs]
```
`/design/flow/config.mk`:
```
export PLATFORM = sky130hd
export DESIGN_NAME = control
export DESIGN_NICKNAME = control
export VERILOG_FILES = /design/flow/design.v
export SDC_FILE = /design/flow/constraint.sdc
export NUM_CORES = 4
export LEC_CHECK = 1
export CORE_AREA = 10 10 70 70
export DIE_AREA = 0 0 80 80
```
`/design/flow/design.v`:
```
module control(
	input rst,
	input clk,
	input [7:0] opcode,  
	output reg write_enable_memory,  
	output reg write_enable_reg,  
	output reg [1:0] control_op,  
	output reg finaliza_execucao,  
	output reg jump_enable  
);
always@(*) begin
	if (rst)begin
       		write_enable_memory <= 0;
        	write_enable_reg <= 0;
        	control_op <= 2'b00;
        	finaliza_execucao <= 0;
        	jump_enable <= 0;
	end
	case(opcode)
		8'h00 : begin  
			write_enable_memory <= 0; 
			write_enable_reg <= 1;  
			control_op <= 2'b01;  
			finaliza_execucao <= 0;
			jump_enable <= 0;
		end
		8'h01 : begin  
			write_enable_memory <= 0;
			write_enable_reg <= 1;  
			control_op <= 2'b10;  
			finaliza_execucao <= 0;
			jump_enable <= 0;
		end
		8'h02 : begin  
			write_enable_memory = 0;
			write_enable_reg = 1;  
			control_op = 2'b11;  
			finaliza_execucao = 0;
			jump_enable = 0;
		end
		8'h03 : begin  
			write_enable_memory <= 1;  
			write_enable_reg <= 0;
			control_op <= 2'b00;  
			finaliza_execucao <= 0;
			jump_enable <= 0;
		end
		8'h05 : begin  
			write_enable_memory <= 0; 
			write_enable_reg <= 0; 
			control_op <= 2'b00; 
			finaliza_execucao <= 0;
			jump_enable <= 1;
		end
		8'h09 : begin  
			write_enable_memory <= 0;
			write_enable_reg <= 1;  
			control_op <= 2'b00;  
			finaliza_execucao <= 0;
			jump_enable <= 0;
		end
		8'h0A : begin  
			write_enable_memory <= 0;
			write_enable_reg <= 1;  
			control_op <= 2'b00;  
			finaliza_execucao <= 0;
			jump_enable <= 0;
		end
		8'h0B : begin  
			write_enable_memory <= 0;
			write_enable_reg <= 1;  
			control_op <= 2'b00;  
			finaliza_execucao <= 0;
			jump_enable <= 0;
		end
		8'h0C : begin  
			write_enable_memory <= 0;
			write_enable_reg <= 1;  
			control_op <= 2'b00;  
			finaliza_execucao <= 0;
			jump_enable <= 0;
		end
		8'hFF : begin  
			write_enable_memory = 0;
			write_enable_reg = 0;
			control_op = 2'b00;
			finaliza_execucao = 1;  
			jump_enable = 0;
		end
		default : begin  
			write_enable_memory <= 0;
			write_enable_reg <= 0;
			control_op <= 2'b00;
			finaliza_execucao <= 0;
			jump_enable <= 0;
		end
	endcase
end
endmodule
```
==> CHANGELOG.md <==
## Implementation

* Worst-Margin Slew at 326.2 ps
* Vias in the first global route at 171
* Unrepaired setup endpoints after global routing: false
* Total congestion overflow at 0
* F_max at 317.2 MHz
* CP max-delay cell: or4_4
* CLK BUF at 0
* Maximum fanout along the worst path at 5
* Crit path top cell by count: clkdlybuf4s50_1
* Max transition margin at 77.95%
* Tool Warnings at 34
* Area delta synth->final at 161.7%
* Share of cells above drive strength 1 at 6.667%
* Critical Path AT at 2470 ps
* Worst Setup SP: opcode[4]
* Chip width at 80 um
* Leakage at 0.07944 nW
* Port Buf Inserts at 14
* Hold slack at 2293 ps
* Yosys stat cell total at 18
* Synth warn at 1
* First-pass GRT wire length at 848 um
* Most area-hungry cell type in the Yosys netlist: nor4_1
* Drt initial violations at 8
* Setup crit end: jump_enable
* Crit-path max cell delay at 580 ps
* Unique cell types at 12
* Hold Vio Cnt, Final at 0
* Top cells by area: nor4_1 (21%), a2111oi_2 (13%), nand2_1 (9.6%), or4_4 (9.6%), nor4b_1 (7.4%)
* Required time worst endpoint at 2720 ps
* GPL Wtd Cong at 0.7441
* Die Span Y at 80 um
* Final Cell Area at 307.8 um2
* TritonRoute pass-1 iters at 3
* Placed instance count at 76
* Xor/xnor share at 7.447%
* Seq_cells at 0
* Main logic family after synthesis: simple AND/OR/NAND/NOR gates
* Number of vias in the routed layout at 187
* Post-CTS Resized at 0
* N_diodes at 0
* I/O pin count at 16
* Post-Place Cell Area at 307.8 um2
* Worst path buffer plus inverter count at 2
* Largest net degree at the start of global routing at 9
* Area fraction in mux cells at 0%
* Final Slew Violations at 0
* Worst vdd ir at 0.006804 mV
* Mapped Avg Cell Area at 6.534 um2
* Adder-Cell Fraction of Synth Area at 0%
* Core area at 3416 um2
* Area leader share at 21.28%
* Final setup margin at 247.1 ps
* Min-delay worst type: in -> out
* Power per cell area at 67.26 nW/um2
* Post-CTS setup buffer count at 0
* Chip area at 6400 um2
* Simple Share, Synth at 57.45%
* Worst Setup End Kind: primary output
* Worst path cell trace: clkdlybuf4s50_1 > or4_4 > nor4_1 > clkdlybuf4s50_1
* Yosys top cell by instances: nor4_1
* Synth Seq Share at 0%
* Kind of start point of the critical path: input port
* Seq. cell area at 0 um2
* CP delay by family, top: buffers and inverters
* Drt via density at 2.461
* DR DRC count at 0
* Total wire length at 548 um
* Floorplan Utilization at 3.443%
* Final tally of setup violations at 0
* Max-cap violations at 0
* Cell Count, Final, Fillers Out at 76
* Mapped Area at 117.6 um2
* Setup TNS at 0 ps
* Initial antenna violation count at 0
* Cts hold-fix bufs at 0
* Post-synth top cells: nor4_1 (4), nand2_1 (3), clkbuf_1 (2)
* Critical Setup Path Class: in -> out
* Area figure in the yosys stat output at 117.6 um2
* CP Depth at 4
* Hpwl dp at 489.7 um
* WL per Instance at 7.211 um
* Status: finished, final reports clean
* Crit share post-route at 92.73%
* GRT Util Overall at 1.524%
* Mapped Cells at 18
* Row cnt at 21
* Post-route ant nets at 0
* Compound Share, Synth at 25.53%
* Worst Setup Slack post-DPL at 227.4 ps
* Fin crit period at 3153 ps
==> worst min-delay path, delay by kind of cell <==
family,cells,cell delay [ps]
buf+inv,2,820
simple gates,2,110
==> metrics by stage <==
step | total power, mW | utilization (%)
6_report | 0.02070 | 9.011
5_1_grt | 0.02257 | 9.011
4_1_cts | 0.02089 | 9.011
3_5_place_dp | 0.02079 | 9.011
3_3_place_gp | 0.02044 | 9.011
2_1_floorplan | 0.007900 | -
==> layout make-up <==
| type | count | area (um2) |
|---|---|---|
| multi-input cells | 15 | 106.4 |
| well taps | 46 | 57.56 |
| inverters | 1 | 3.754 |
| fillers | 406 | 3108 |
| repair buffers | 14 | 140.1 |
==> placed cells by master, fill, tap and decap left out <==
master,netlist,final
clkdlybuf4s50_1,0,14
nor4_1,4,4
nand2_1,3,3
or4_4,1,1
xnor2_1,1,1
nand4_1,1,1
nor3_1,1,1
inv_1,1,1
a21o_1,1,1
nor4b_1,1,1
o21a_1,1,1
a2111oi_2,1,1
==> metal layers <==
metal | GRT usage, % | vias up | wire length, um
li1 | - | 96 | -
met2 | 2.648 | 9 | 228
met1 | 1.978 | 82 | 258
met4 | 0 | 0 | 0
met3 | 0.3409 | 0 | 61
met5 | 0 | - | 0
==> how the worst min path moves through the flow <==
stage,slack (ps),to,depth (start not counted),start
finish,2290,finaliza_execucao,4,opcode[6]
global route,2340,finaliza_execucao,4,opcode[6]
CTS,2320,finaliza_execucao,4,opcode[6]
==> cells by family after synthesis <==
group | after synthesis
simple gates | 11
compound gates | 3
buf+inv | 3
xor+xnor | 1
==> report_power, final <==
group | switching, mW | internal [mW] | leakage, nW
Sequential | 0 | 0 | 0
Combinational | 0.00857 | 0.0121 | 0.0794
Clock | 0 | 0 | 0
Total | 0.00857 | 0.0121 | 0.0794
Power figures rest on the tool's default switching activity, not on a simulated workload.

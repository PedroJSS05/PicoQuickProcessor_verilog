===== /design/flow/design.v =====
module ula(
	input clk,
	input [7:0] opcode,
	input [31:0] A,
	input [31:0] B,
	output reg [31:0] out
);
always@(*) begin
	case(opcode)
		8'h09 : out = A + B;
		8'h0A : out = A - B;
		8'h0B : out = A & B;
		8'h0C : out = A | B;
		default: out = 0;
	endcase
end
endmodule

===== /design/flow/run.sh =====
#!/bin/bash
# OpenROAD 26Q1-2900-gdf79404cd8, Yosys 0.63+post, stock flow scripts
make -C /OpenROAD-flow-scripts/flow DESIGN_CONFIG=/design/flow/config.mk WORK_HOME=/design/flow/orfs finish

===== /design/flow/config.mk =====
export PLATFORM = sky130hd
export DESIGN_NAME = ula
export DESIGN_NICKNAME = ula
export VERILOG_FILES = /design/flow/design.v
export SDC_FILE = /design/flow/constraint.sdc
export NUM_CORES = 4
export LEC_CHECK = 1
export CORE_UTILIZATION = 30

===== /design/flow/constraint.sdc =====
current_design ula

set clk_period 26.2
set clk_io_pct 0.2

create_clock -name clk0 -period $clk_period

set non_clock_inputs [all_inputs -no_clocks]
set_input_delay [expr $clk_period * $clk_io_pct] -clock clk0 $non_clock_inputs
set_output_delay [expr $clk_period * $clk_io_pct] -clock clk0 [all_outputs]

==> flow_metrics.env <==
# flow metrics
export IMPL_post_dp_cell_area_um2=4330
export IMPL_drc_errors=0
export IMPL_min_delay_start="A[5]"
export IMPL_die_y_um=105
export IMPL_yosysSeqAreaShare=0
export IMPL_p_sw_mw=0.0359
export IMPL_hold_viol_final=0
export IMPL_ant_nets=0
export IMPL_yosys_warnings=1
export IMPL_syn_area_um2=3160
export IMPL_io_buffers=104
export IMPL_clkbuf_count=0
export IMPL_overflow=0
export IMPL_dieWidth_um=105
export IMPL_yosysTopAreaCell="ha_1"
export IMPL_openroad_warnings=35
export IMPL_nFlopsAndLatches=0
export IMPL_route_vias_total=3782
export IMPL_first_pass_iters=4
export IMPL_worst_path_max_delay_cell="o41ai_1"
export IMPL_setup_tns_ns=0
export IMPL_chipArea_um2=10900
export IMPL_fin_crit_ns=15.35
export IMPL_drt_initial_drc_count=138
export IMPL_gp_congestion=0.899
export IMPL_drv_slew=0
export IMPL_grt_start_max_net_pins=33
export IMPL_initCoreUtil=0.307
export IMPL_top_area_frac=0.135
export IMPL_post_cts_setup_buffer_count=0
export IMPL_p_leak_nw=1.87
export IMPL_critical_path_startpoint_type="primary input"
export IMPL_tightest_slew_ns=0.710
export IMPL_place_hpwl_mm=8.30
export IMPL_layout_drive_gt1_share=0.0282
export IMPL_relSlewSlack=0.525
export IMPL_p_per_area_nw_per_um2=15.9
export IMPL_path_cells="clkdlybuf4s50_1 -> nor4_1 -> nand2_1 -> or2_2 -> nor2_1 -> a21oi_1 -> xnor2_1 -> ha_1 -> and3_1 -> o211ai_1 -> nor3_1 -> inv_1 -> o21a_1 -> o41ai_1 -> mux2i_1 -> nand2_1 -> clkdlybuf4s50_1"
export IMPL_topCellsByArea="ha_1 (13%), xnor2_1 (10%), a21o_1 (9.5%), a21oi_1 (8.6%), o21ai_0 (6.2%)"
export IMPL_ir_drop_mv=0.00590
export IMPL_rsz0062_at_grt="no"
export IMPL_cell_internal_pwr_mw=0.0328
export IMPL_cts_resized=0
export IMPL_cts_hold_buf=0
export IMPL_io_pins=105
export IMPL_yosysUniqueCellTypes=56
export IMPL_path_class="in -> out"
export IMPL_crit_required_ns=20.96
export IMPL_syn2layout_area_growth_pct=37.1
export IMPL_design_core_area_um2=10300
export IMPL_grt_pass1_wl_mm=16.5
export IMPL_swShare=0.523
export IMPL_critPathMaxStageDelay_ns=0.61
export IMPL_fp_row_count=37
export IMPL_period_used=0.586
export IMPL_hold_class="in -> out"
export IMPL_yosys_area_um2=3160
export IMPL_worstSetupEndpointType="output pin"
export IMPL_n_fill_cell=1061
export IMPL_arrival_ns=10.11
export IMPL_drv_cap=0
export IMPL_n_antenna_cell=0
export IMPL_postSynthCellCount=481
export IMPL_register_area_um2=0
export IMPL_routed_wl_mm=10.4
export IMPL_grtUsageTotal=0.184
export IMPL_grt_pass1_vias=3437
export IMPL_postSynthAreaPerCell_um2=6.56
export IMPL_max_freq_mhz=65.2
export IMPL_crit_fanout=8
export IMPL_setup_viol=0
export IMPL_pwr_share_seq=0
export IMPL_outcome="finished, final reports clean"
export IMPL_antenna_found_initial=0
export IMPL_pwr_share_clk=0
export IMPL_routed_via_density=5.38
export IMPL_wl_per_cell_um=14.8
export IMPL_setup_worst_path_start="B[2]"
export IMPL_ys_cells=481
export IMPL_final_cell_area_um2=4330
export IMPL_combPwrFrac=1.000
Yosys cell counts (4+ instances only):
cell / count
o21bai_1: 4
nor3_1: 16
a31oi_1: 6
o21ai_0: 39
a221o_1: 4
a21oi_1: 54
or3_1: 6
nor2b_1: 5
a21o_1: 40
nor2_1: 38
a22oi_1: 19
o31ai_1: 5
nand2_1: 38
nand3_1: 9
xor2_1: 17
and3_1: 4
nand3b_1: 4
o221ai_1: 4
o21a_1: 4
inv_1: 20
xnor2_1: 37
ha_1: 34
nand4_1: 6
clkbuf_1: 20
critical path: cells and delay by family:
kind                       cells  cell delay [ns]
buffers and inverters          3             0.99
xor gates and xnor gates       1             0.15
and+or+nand+nor                7             1.84
AOI/OAI and AO/OA              4             1.20
muxes                          1             0.29
adders and majority gates      1             0.40
power by group through the flow:
stage	registers, mW	logic [mW]	clock network (mW)
after CTS	0	0.0684	0
after global routing	0	0.0760	0
final	0	0.0687	0
worst paths after layout:
kind | endpoint | slack [ns] | cells past startpoint
setup / recovery | out[30] | 10.85 | 17
hold / removal | out[5] | 11.54 | 4
routing by layer:
| metal | part of all wire | track usage | vias up |
|---|---|---|---|
| li1 | - | - | 1979 |
| met1 | 0.49 | 0.261 | 1687 |
| met2 | 0.46 | 0.316 | 106 |
| met3 | 0.043 | 0.00826 | 10 |
| met4 | 0.011 | 0.0276 | 0 |
| met5 | 0 | 0 | - |
metrics by stage:
| step | worst slack (ns) | power [mW] | hold WS [ns] | util | cells |
|---|---|---|---|---|---|
| 4_1_cts | 10.87 | 0.0684 | 11.55 | 0.421 | 703 |
| 3_3_place_gp | 10.86 | 0.0676 | 11.54 | 0.421 | 703 |
| 6_report | 10.85 | 0.0687 | 11.54 | 0.421 | 703 |
| 3_5_place_dp | 10.90 | 0.0680 | 11.53 | 0.421 | 703 |
| 5_1_grt | 10.40 | 0.0760 | 11.58 | 0.421 | 703 |
| 2_1_floorplan | 12.54 | 0.0428 | 10.54 | - | 481 |
layout make-up:
class	count	area, µm²	area share
Inverter	20	75.1	0.0174
Timing Repair Buffer	109	1080	0.249
Tap cell	136	170	0.0393
Multi-Input combinational cell	438	3000	0.694
placed cells by master (no fill, tap or decap), types with 4 or more instances in the layout:
cell             count
a21o_1              40
a221o_1              4
xnor2_1             37
and3_1               4
ha_1                34
nor2b_1              5
o31ai_1              5
o21ai_0             39
nand3_1              9
o221ai_1             4
buf_4                5
or3_1                6
nand2_1             38
nor2_1              36
nand3b_1             4
a22oi_1             19
xor2_1              17
o21bai_1             4
a21oi_1             54
clkdlybuf4s50_1    104
nor3_1              16
a31oi_1              6
o21a_1               4
nand4_1              6
inv_1               20
cell families after synthesis:
group           after synthesis  synth area share
fa+ha+maj                    35             0.141
buf+inv                      43            0.0519
compound gates              204             0.418
xor+xnor                     55             0.155
simple gates                141             0.224
mux                           3           0.00952
No activity file was given, so power comes from the tool's default toggle rates.

[design/flow/config.mk]
export PLATFORM = sky130hd
export DESIGN_NAME = registradores
export DESIGN_NICKNAME = registradores
export VERILOG_FILES = /design/flow/design.v
export SDC_FILE = /design/flow/constraint.sdc
export NUM_CORES = 4
export LEC_CHECK = 1
export CORE_UTILIZATION = 30
[design/flow/constraint.sdc]
current_design registradores

set clk_period 6.7
set clk_io_pct 0.2

create_clock -name clk0 -period $clk_period [get_ports {clk}]

set non_clock_inputs [all_inputs -no_clocks]
set_input_delay [expr $clk_period * $clk_io_pct] -clock clk0 $non_clock_inputs
set_output_delay [expr $clk_period * $clk_io_pct] -clock clk0 [all_outputs]
[design/flow/design.v]
module registradores(
	input clk,
	input rst,
	input [3:0] add_reg1,  
	input [3:0] add_reg2,  
	input [3:0] add_reg_write,  
	input [31:0] data_reg_write,  
	input enable_write,  
	output [31:0] reg_out1,  
	output [31:0] reg_out2  
);
reg [31:0] registrador [15:0];
integer i;
always@(posedge clk or posedge rst)begin
	if (rst)begin
			for(i = 0; i < 16; i = i + 1)begin
				registrador[i] = 0;
		end
	end
	else begin
		if(enable_write) begin
			registrador[add_reg_write] = data_reg_write;
		end
	end
end
assign reg_out1 = registrador[add_reg1];
assign reg_out2 = registrador[add_reg2];
endmodule
[design/flow/run.sh]
#!/bin/bash
# OpenROAD 26Q1-2900-gdf79404cd8, Yosys 0.63+post, stock flow scripts
make -C /OpenROAD-flow-scripts/flow DESIGN_CONFIG=/design/flow/config.mk WORK_HOME=/design/flow/orfs finish
==> run summary <==
impl run done, here's what came out: status complete, no violations, Distinct lib cells used 53, Clock Skew 0 ns, Worst-Skew Late Latency 0.63 ns, GP Congestion 0.982, kind of cell adding the most delay to the critical path buffers and inverters, post-synthesis sequential area ratio 47.5%, Crit. Startpoint add_reg1[1], RSZ-0062 raised after global routing false, H-tree depth 2, Yosys reg bits 512, Internal 6680 uW, Top-area cell share 47.5%, Leakage 0.0126 uW, Async SR Flop Fraction 100%, Max Cap Viol 0, Tot GR Track Use 24.7%, Core Region 0.0888 sq mm, CP cell instances buf_2 > nor2b_4 > buf_4 > a22oi_1 > o22ai_1 > o32a_1 > clkdlybuf4s50_1, Commonest cells post-synth dfrtp_1 (512), mux2_2 (511), clkbuf_1 (140), CP max stage delay 0.71 ns, routed vias 22.0k, Crit path required time 5.36 ns, die height 302 um, P_sw 2830 uW, power share of the sequential group 46.4%, Detailed Route Iter0 Violations 2195, Setup CP Type in -> out, Clock Sinks 512, combinational share of power 21.8%, number of enable flip-flop cells 0, drt wl/cell 30.7 um, CP max FO 33, first-pass GRT wire length 158 mm, dpl cells 3464, Detailed Place HPWL 65.9 mm, grt met2 use 34.7%, yosys stat area 0.0270 sq mm, PwrDens 303 mW/mm^2, top-count cell post-synth dfrtp_1, CTS tree built, most used routing layer in global routing met2, count of buffer and inverter cells on the critical path 3, IO Count 111, Syn. warnings 2, Switching Fraction 29.7%, Startpoint Class primary input, Initial Utilization 30.4%, post-cts sizing count 0, startpoint of the worst hold path registrador[4][31], Non-Filler Instances 3564, post-route ant nets 0, Power Total 9510 uW, Final Slew Violations 0, clock buffer count from CTS 56, Worst path slowest cell nor2b_4, Tightest Pin Transition 1.06 ns, number of flip-flops in the largest register 512, period utilization 85.6%, Clock power frac 31.8%, first-pass iteration count of the detailed router 25, largest net degree at the start of global routing 130, main area contributors dfrtp_1 (47%), mux2_2 (21%), a22oi_1 (3.7%), number of global-route vias before repair 22.6k, CP Capture Type output port, Final Hold Vio Count 0, Setup violations, final 0, fmax 174 MHz, num rows 109, antenna violations before repair 4, final std cell area, no fill 0.0313 sq mm, Clock Path Buffers 3, Cell Area, Synth 0.0270 sq mm, Main synth FF type dfrtp_1, M1 GR Usage 32.0%, Syn Inst Count 2327, setup repair bufs after CTS 0, worst hold path type reg -> reg, Post-CTS Hold Fix Bufs 0, Die X 302 um, relative slew slack 29.2%, Area growth syn-to-layout 16.1%, met3 Use GR 13.1%, Routed WL 110 mm, Setup WS post-layout 0.968 ns, die area 0.0912 sq mm, Clock transition at path regs 0.06 ns, Critical Path AT 4.39 ns, Syn Area/Cell 11.6 sq um, drt drc 0, proportion of layout cells with a drive suffix above 1 31.3%, Vias/cell 6.16, min Tclk post-route 5.73 ns, clock root buffer clkbuf_16, Worst VDD drop 0.000230 V, Placed Instance Area 0.0296 sq mm, input/output buffers 110, largest area contributor in the netlist dfrtp_1, ys cells 2327, Tool Warnings 35, gr ovfl total 0, DP Worst Slack 1.07 ns, worst r2r src registrador[3][27]
[layout by cell type (no fill, tap or decap), drive strengths merged, types with 5 or more instances in the layout]
master         instances
o22ai                 59
a21oi                 63
clkinv                12
o32a                  50
a22oi                134
mux4                   5
clkdlybuf4s50        102
a221oi                78
nand2b                18
clkbuf                85
o211ai                26
buf                  108
dfrtp                512
o22a                   8
o21ai                 70
a22o                  88
nand2                 89
inv                   28
a32oi                  9
a31oi                  7
nor2b                 50
and2                   6
nor3                  11
mux2                 535
nand3                  9
nor2                  93
a211oi                11
a222oi                25
mux2i                 64
[final timing paths]
check,cells past startpoint,slack [ns],end
worst min register to register,1,0.52,registrador[4][31]
worst max-delay path,7,0.97,reg_out1[16]
max in group asynchronous,4,4.13,registrador[6][27]
worst max register to register,1,5.87,registrador[3][27]
min in group asynchronous,3,1.18,registrador[2][28]
worst min-delay path,1,0.52,registrador[4][31]
[metrics by stage]
step           TNS [ns]  hold WS [ns]  util [%]
2_1_floorplan   -815.27         0.479         -
3_3_place_gp          0         0.494      33.3
5_1_grt               0         0.537      35.3
4_1_cts               0         0.520      35.3
6_report              0         0.524      35.3
3_5_place_dp          0         0.507      33.3
[logic make-up (layout without fill, tap and decap cells)]
logic type,count (synthesis),count (layout),synth area share (%)
flops,512,512,47.5
mux,604,604,25.1
other cells,0,2,0
compound gates,648,648,18.1
simple gates,295,295,5.15
buf+inv,268,338,4.17
[metal layers]
metal / up-vias / part of all wire (%)
li1: 8974 / -
met1: 10900 / 38
met2: 1648 / 42
met3: 381 / 15
met4: 6 / 5.5
met5: - / 0.079
[power groups by stage]
stage | Clock, uW | Combinational, uW | Sequential (uW)
final | 3030 | 2070 | 4410
after CTS | 3060 | 2070 | 4390
after global routing | 3180 | 2240 | 4510
[cell type report]
class | instances | area [sq um]
diodes | 2 | 5.00
inverters | 30 | 116
flip-flops and latches | 512 | 12800
multi-input cells | 1547 | 13300
clock buffers | 85 | 1650
well taps | 1165 | 1460
clock inverters | 13 | 126
fillers | 8358 | 57400
repair buffers | 210 | 1920
Power figures rest on the tool's default switching activity, not on a simulated workload.
